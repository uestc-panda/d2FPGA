--- design/flow/design.v ---
 module Keyboard(
    input                  clk,
    input                  rstn,
    input        [3 :0]    col,
    output       [3 :0]    row,
    output       [15:0]    key_pulse
);
wire  [15:0]  key;
keyboard_scan keyboard_scan(
     .clk(clk)
    ,.rstn(rstn)
    ,.col(col)
    ,.row(row)
    ,.key(key)
);
keyboard_filter keyboard_filter(
     .clk(clk)
    ,.rstn(rstn)
    ,.key_in(key)
    ,.key_pulse(key_pulse)
);
endmodule
module keyboard_filter(
    input           clk,
    input           rstn,
    input  [15: 0]  key_in,
    output [15: 0]  key_pulse  
);
wire [15: 0] key;
assign key = ~key_in;
reg  [19 : 0] treg0;
reg  [19 : 0] treg1;
reg  [19 : 0] treg2;
reg  [19 : 0] treg3;
reg  [19 : 0] treg4;
reg  [19 : 0] treg5;
reg  [19 : 0] treg6;
reg  [19 : 0] treg7;
reg  [19 : 0] treg8;
reg  [19 : 0] treg9;
reg  [19 : 0] treg10;
reg  [19 : 0] treg11;
reg  [19 : 0] treg12;
reg  [19 : 0] treg13;
reg  [19 : 0] treg14;
reg  [19 : 0] treg15;
wire [19 : 0] treg0_nxt = treg0 + 1'b1;
wire [19 : 0] treg1_nxt = treg1 + 1'b1;
wire [19 : 0] treg2_nxt = treg2 + 1'b1;
wire [19 : 0] treg3_nxt = treg3 + 1'b1;
wire [19 : 0] treg4_nxt = treg4 + 1'b1;
wire [19 : 0] treg5_nxt = treg5 + 1'b1;
wire [19 : 0] treg6_nxt = treg6 + 1'b1;
wire [19 : 0] treg7_nxt = treg7 + 1'b1;
wire [19 : 0] treg8_nxt = treg8 + 1'b1;
wire [19 : 0] treg9_nxt = treg9 + 1'b1;
wire [19 : 0] treg10_nxt = treg10 + 1'b1;
wire [19 : 0] treg11_nxt = treg11 + 1'b1;
wire [19 : 0] treg12_nxt = treg12 + 1'b1;
wire [19 : 0] treg13_nxt = treg13 + 1'b1;
wire [19 : 0] treg14_nxt = treg14 + 1'b1;
wire [19 : 0] treg15_nxt = treg15 + 1'b1;
always @ (posedge clk or negedge rstn) begin
    if (~rstn) begin
        treg0 <= 20'b0;
        treg1 <= 20'b0;
        treg2 <= 20'b0;
        treg3 <= 20'b0;
        treg4 <= 20'b0;
        treg5 <= 20'b0;
        treg6 <= 20'b0;
        treg7 <= 20'b0;
        treg8 <= 20'b0;
        treg9 <= 20'b0;
        treg10 <= 20'b0;
        treg11 <= 20'b0;
        treg12 <= 20'b0;
        treg13 <= 20'b0;
        treg14 <= 20'b0;
        treg15 <= 20'b0;        
    end
    else begin
        if (key[0]) begin 
            if (treg0 != 20'hfffff)
                treg0 <= treg0_nxt;
        end
        else begin
            treg0 <= 20'b0;
        end
        if (key[1]) begin
            if (treg1 != 20'hfffff)
                treg1 <= treg1_nxt;
        end
        else begin   
            treg1 <= 20'b0;
        end
        if (key[2]) begin
            if (treg2 != 20'hfffff)
                treg2 <= treg2_nxt;
        end
        else begin
            treg2 <= 20'b0;
        end
        if (key[3]) begin
            if (treg3 != 20'hfffff) 
                treg3 <= treg3_nxt;
        end
        else begin        
            treg3 <= 20'b0;
        end
        if (key[4]) begin 
            if (treg4 != 20'hfffff)
                treg4 <= treg4_nxt;
        end
        else begin
            treg4 <= 20'b0;
        end
        if (key[5]) begin 
            if (treg5 != 20'hfffff)
                treg5 <= treg5_nxt;
        end
        else begin
            treg5 <= 20'b0;
        end
        if (key[6]) begin 
            if (treg6 != 20'hfffff)
                treg6 <= treg6_nxt;
        end
        else begin
            treg6 <= 20'b0;
        end
        if (key[7]) begin 
            if (treg7 != 20'hfffff)
                treg7 <= treg7_nxt;
        end
        else begin
            treg7 <= 20'b0;
        end
        if (key[8]) begin 
            if (treg8 != 20'hfffff)
                treg8 <= treg8_nxt;
        end
        else begin
            treg8 <= 20'b0;
        end
        if (key[9]) begin
            if (treg9 != 20'hfffff)
                treg9 <= treg9_nxt;
        end
        else begin   
            treg9 <= 20'b0;
        end
        if (key[10]) begin
            if (treg10 != 20'hfffff)
                treg10 <= treg10_nxt;
        end
        else begin
            treg10 <= 20'b0;
        end
        if (key[11]) begin
            if (treg11 != 20'hfffff) 
                treg11 <= treg11_nxt;
        end
        else begin        
            treg11 <= 20'b0;
        end
        if (key[12]) begin 
            if (treg12 != 20'hfffff)
                treg12 <= treg12_nxt;
        end
        else begin
            treg12 <= 20'b0;
        end
        if (key[13]) begin 
            if (treg13 != 20'hfffff)
                treg13 <= treg13_nxt;
        end
        else begin
            treg13 <= 20'b0;
        end
        if (key[14]) begin 
            if (treg14 != 20'hfffff)
                treg14 <= treg14_nxt;
        end
        else begin
            treg14 <= 20'b0;
        end
        if (key[15]) begin 
            if (treg15 != 20'hfffff)
                treg15 <= treg15_nxt;
        end
        else begin
            treg15 <= 20'b0;
        end                
    end
end
assign key_pulse[15] = (treg15 != 20'hfffff) & (treg15_nxt == 20'hfffff); 
assign key_pulse[14] = (treg14 != 20'hfffff) & (treg14_nxt == 20'hfffff);
assign key_pulse[13] = (treg13 != 20'hfffff) & (treg13_nxt == 20'hfffff);
assign key_pulse[12] = (treg12 != 20'hfffff) & (treg12_nxt == 20'hfffff);
assign key_pulse[11] = (treg11 != 20'hfffff) & (treg11_nxt == 20'hfffff); 
assign key_pulse[10] = (treg10 != 20'hfffff) & (treg10_nxt == 20'hfffff);
assign key_pulse[9] = (treg9 != 20'hfffff) & (treg9_nxt == 20'hfffff);
assign key_pulse[8] = (treg8 != 20'hfffff) & (treg8_nxt == 20'hfffff);
assign key_pulse[7] = (treg7 != 20'hfffff) & (treg7_nxt == 20'hfffff); 
assign key_pulse[6] = (treg6 != 20'hfffff) & (treg6_nxt == 20'hfffff);
assign key_pulse[5] = (treg5 != 20'hfffff) & (treg5_nxt == 20'hfffff);
assign key_pulse[4] = (treg4 != 20'hfffff) & (treg4_nxt == 20'hfffff);
assign key_pulse[3] = (treg3 != 20'hfffff) & (treg3_nxt == 20'hfffff); 
assign key_pulse[2] = (treg2 != 20'hfffff) & (treg2_nxt == 20'hfffff);
assign key_pulse[1] = (treg1 != 20'hfffff) & (treg1_nxt == 20'hfffff);
assign key_pulse[0] = (treg0 != 20'hfffff) & (treg0_nxt == 20'hfffff);
endmodule         
module keyboard_scan(
    input                clk,
    input                rstn,
    input        [3 :0]  col,
    output  reg  [3 :0]  row,
    output  reg  [15:0]  key  
);
reg [31:0] cnt;
reg scan_clk;
always@(posedge clk) begin
    if (!rstn) begin
        cnt <= 0;
        scan_clk <= 1'b0;
    end else begin
        if(cnt == 2499) begin
            cnt <= 0;
            scan_clk <= ~scan_clk;
        end else begin
            cnt <= cnt + 1;
        end         
    end
end
wire [3:0] row_nxt = {row[2:0],row[3]} ;
always@(posedge scan_clk , negedge rstn) begin
    if (!rstn) begin
        row <= 4'b1110;
    end else begin
        row <= row_nxt;
    end
end
always@(negedge scan_clk) begin
    case(row)
        4'b1110 : key[3:0] <= col;
        4'b1101 : key[7:4] <= col;
        4'b1011 : key[11:8] <= col;
        4'b0111 : key[15:12] <= col;
        default : key <= 0;
    endcase
end
endmodule
--- design/flow/run.sh ---
#!/bin/bash
# OpenROAD 26Q1-2900-gdf79404cd8, Yosys 0.63+post, stock flow scripts
make -C /OpenROAD-flow-scripts/flow DESIGN_CONFIG=/design/flow/config.mk WORK_HOME=/design/flow/orfs finish
--- design/flow/config.mk ---
export PLATFORM = sky130hd
export DESIGN_NAME = Keyboard
export DESIGN_NICKNAME = Keyboard
export VERILOG_FILES = /design/flow/design.v
export SDC_FILE = /design/flow/constraint.sdc
export NUM_CORES = 4
export LEC_CHECK = 1
export CORE_UTILIZATION = 40
--- design/flow/constraint.sdc ---
current_design Keyboard

set clk_period 4.8
set clk_io_pct 0.2

create_clock -name clk0 -period $clk_period [get_ports {clk}]

set non_clock_inputs [all_inputs -no_clocks]
set_input_delay [expr $clk_period * $clk_io_pct] -clock clk0 $non_clock_inputs
set_output_delay [expr $clk_period * $clk_io_pct] -clock clk0 [all_outputs]
==> summary.txt <==
Implementation progress

The run finished with clean final reports. The clock insertion delay at the later pin of the skew report stands at 0.56 ns. Counting flops per register, the top entry is keyboard_scan.cnt. Among all flip-flop cells after synthesis, the most frequent one is sky130_fd_sc_hd__dfrtp_1. The final critical delay including setup and external delays stands at roughly 4.4 ns. The tree is rooted in a sky130_fd_sc_hd__clkbuf_16. The pin closest to its max-slew limit shows a slew of about 0.9 ns.

The met2 global-route usage stands at 0.257. Per the post-route antenna check, the number of violating nets is 0. The congestion estimate from routability-driven global placement came to 0.880.

The number of antenna violations at the first check in global routing is 3. The setup path with the least slack is of type register to output pin. The count of mapped cells out of synthesis stands at 2305. Looking at the post-CTS report, the setup buffer insertion count equals 0. The die covers roughly 53000 um^2. According to the floorplan log, the row count is slightly above 80. In the final layout, the fill cell count is 4744. The via total after detailed routing stands at approximately 16000. The count of warning messages emitted by the tools stands at between 40 and 50. The CTS buffer count stands at about 44.

The area fraction of the largest cell type after synthesis is 0.387. In the synthesized netlist the async set-or-reset flop fraction comes to 0.869. Per STA, the highest per-stage delay on the worst path measures around 0.51 ns. Summed over all instances, the cell type with the most area after synthesis is sky130_fd_sc_hd__dfrtp_1. The post-route fraction of the period consumed by the critical path stands at 0.924.

Global routing put the most usage on met1. The register share of total power stands at 0.468. For flop-to-flop paths, the worst setup slack is 1.81 ns. The count of routing violations after the opening detailed-route iteration stands at ~890. The endpoint required time on the critical path stands at 3.84 ns. The script logs the mean routed wire length per placed instance as ~14 um. During I/O placement, the number of pins put on the boundary was 26.

The highest ir drop seen on vdd stands at roughly 0.24 mV. For reference, the final report shows the max-slew violation count at 0. Setup violations remaining at the end of the flow were counted as 0. The summed negative setup slack over all endpoints stands at 0 ns. After detailed routing, the number of vias per cell comes to roughly 5.4. In this run, distinct cell masters in the synthesized netlist total approximately 74. Per the STA report, the cell with the highest stage delay on the worst path is sky130_fd_sc_hd__clkdlybuf4s50_1. The global-route wire length before repair stands at about 74000 um. The H-tree generated during clock tree synthesis spans 2 levels. The number of global-route vias before repair stands at about 15000. The report lists the number of cells resized after CTS as 0.

The power report attributes to the clock group a share of 0.521. The final global-route overflow total stands at 0. The post-synthesis to final-layout area growth stands at 10.6%. met1 track demand over resource after global routing is 0.265. The count of unclocked register or latch pins stands at 20.

The global router's overall resource usage stands at 0.169. The switching component of the power was reported as around 1.4 mW. The instance count after placement with tap cells included stands at around 2900.

A synthesized cell averages approximately 9 um^2. In this run the maximum-capacitance check reported violations numbering 0. The signal on the critical path passes through ha_1, and4_1, nand4_1, nor3_1, a21oi_1, o32a_1, nor4b_1, clkdlybuf4s50_1. After the flow finishes, the layout carries non-filler instances totaling roughly 3000. The number of port buffers stands at 25. The slew check shows that the tightest pin keeps a relative margin of 0.400. Sorting the synthesized cells by area gives the leading types as sky130_fd_sc_hd__dfrtp_1 (39%), sky130_fd_sc_hd__a21oi_1 (6.5%), sky130_fd_sc_hd__xor2_1 (6.1%), sky130_fd_sc_hd__xnor2_1 (5.8%), sky130_fd_sc_hd__nand3_1 (3.7%). 40 endpoints have no timing constraint. The register with the most flip-flops in the layout has 32 of them. The worst setup path is captured at an output pin.

Before any placement, the netlist area is recorded as 20700 um^2. The internal power stands at 5.01 mW. The power density over the cells stands at approximately 280 nW/um^2. The leakage power stands at around 9.3 nW. The number of cells reported by Yosys stat comes to 2305. The highest fanout seen on the critical path stands at 9. The total wire length stands at around 42000 um. STA classifies the critical path startpoint as a register. The yosys synthesis warning count stands at 2. The min-delay analysis places its worst path in the category input pin to async pin. The fraction of power spent switching nets stands at 0.212.

The pin count of the biggest net entering global routing stands at 62. Post-synthesis, Yosys gives the total cell area as ~21000 um^2. The global routing usage on met3 stands at 0.0325. The combinational cell fraction of total power stands at 0.011. Setup repair after global routing left no endpoint under its margin. The number of detailed-routing iterations run before antenna repair stands at 5. The horizontal die dimension stands at 230 um. Per the OpenROAD floorplan log, the area of the core is just over 50000 um^2. According to the floorplan report, the die height is approximately 230 um. Buffers inserted to repair hold after CTS numbered 0. The residual DRC count stands at 0.

The fraction of the core area occupied by cells at floorplan stands at 0.404. The utilization after layout stands at 0.448. The register bit total from synthesis stands at 373. The flow reports an fmax of ~230 MHz. The share of the yosys chip area belonging to registers stands at 0.446.

TritonCTS built the clock tree. The endpoint arrival time on the critical path stands at 3.48 ns. On the final layout, the worst clock skew is roughly 0.018 ns. The hold violation count in the final report stands at 0. The fraction of layout cells with a size suffix above 1 stands at 0.0486.

The maximum clock path buffer count stands at 3. Yosys mapped a number of flops with a built-in enable equal to 16. After clock tree synthesis, the clock-pin slew on the worst setup and hold paths is 0.06 ns. The half-perimeter wire length after detailed placement stands at around 28000 um.
## cell usage after synthesis (4+ instances only)
cell                       number
sky130_fd_sc_hd__a211oi_1      26
sky130_fd_sc_hd__nor3_1        77
sky130_fd_sc_hd__nor4_1        36
sky130_fd_sc_hd__o21ai_0       32
sky130_fd_sc_hd__and4b_1        4
sky130_fd_sc_hd__and4_1        30
sky130_fd_sc_hd__a32oi_1        6
sky130_fd_sc_hd__and2_1        36
sky130_fd_sc_hd__nand4_1       81
sky130_fd_sc_hd__xor2_1       145
sky130_fd_sc_hd__o21bai_1       4
sky130_fd_sc_hd__and3_1        56
sky130_fd_sc_hd__nand3b_1      16
sky130_fd_sc_hd__xnor2_1      138
sky130_fd_sc_hd__nor3b_1       15
sky130_fd_sc_hd__nand2_1      184
sky130_fd_sc_hd__o21a_1         4
sky130_fd_sc_hd__a31oi_1       35
sky130_fd_sc_hd__nand2b_1      24
sky130_fd_sc_hd__clkbuf_1      99
sky130_fd_sc_hd__buf_2         11
sky130_fd_sc_hd__dfxtp_1       33
sky130_fd_sc_hd__nand4b_1      19
sky130_fd_sc_hd__or3_1         13
sky130_fd_sc_hd__ha_1          33
sky130_fd_sc_hd__a21o_1         6
sky130_fd_sc_hd__or4_1         11
sky130_fd_sc_hd__buf_1          4
sky130_fd_sc_hd__nor4b_1        6
sky130_fd_sc_hd__a31o_2         4
sky130_fd_sc_hd__nand3_1      155
sky130_fd_sc_hd__nor2_1       192
sky130_fd_sc_hd__mux2i_1       20
sky130_fd_sc_hd__a21oi_1      270
sky130_fd_sc_hd__inv_1         52
sky130_fd_sc_hd__nor2b_1        8
sky130_fd_sc_hd__dfrtp_1      321
sky130_fd_sc_hd__edfxtp_1      16
sky130_fd_sc_hd__o22ai_1       10
sky130_fd_sc_hd__o31ai_1        5
sky130_fd_sc_hd__or2_2         12
## cells by family after synthesis
kind of cell	Yosys count	share of synthesized area
AND/OR/NAND/NOR	990	0.252
AND-OR/OR-AND	435	0.121
flip-flops	373	0.446
XOR/XNOR	283	0.119
buffers and inverters	170	0.0318
adder cells (fa/ha/maj)	33	0.0199
multiplexers	21	0.0102
## critical path, delay by kind of cell, from the launching register on
family | cells | cell delay (ns)
AND/OR/NAND/NOR | 4 | 1.24
AND-OR/OR-AND | 2 | 0.36
flip-flops | 1 | 0.46
adder cells (fa/ha/maj) | 1 | 0.35
buffers and inverters | 1 | 0.51
## power groups by stage
stage | combinational (mW) | clock [mW] | sequential (mW)
CTS | 0.0794 | 3.44 | 2.98
global route | 0.0884 | 3.54 | 2.98
finish | 0.0724 | 3.32 | 2.98
## path summary, 6_finish.rpt
| check | start | end | depth (start not counted) |
|---|---|---|---|
| max in group asynchronous | rstn | keyboard_filter.treg11[19] | 3 |
| min in group clk0 | keyboard_scan.cnt[0] | keyboard_scan.cnt[0] | 1 |
| hold reg to reg | keyboard_scan.cnt[0] | keyboard_scan.cnt[0] | 1 |
| setup reg to reg | keyboard_filter.treg2[0] | keyboard_filter.treg2[0] | 6 |
| setup / recovery | keyboard_filter.treg14[0] | key_pulse[14] | 8 |
| hold / removal | rstn | keyboard_filter.treg1[16] | 1 |
## layout by cell type, fill, tap and decap left out, types with 26 or more instances in the layout
cell type / count
sky130_fd_sc_hd__dfrtp_1: 321
sky130_fd_sc_hd__a21oi_1: 270
sky130_fd_sc_hd__nor2_1: 192
sky130_fd_sc_hd__nand2_1: 184
sky130_fd_sc_hd__nand3_1: 155
sky130_fd_sc_hd__xor2_1: 145
sky130_fd_sc_hd__xnor2_1: 138
sky130_fd_sc_hd__nand4_1: 81
sky130_fd_sc_hd__nor3_1: 77
sky130_fd_sc_hd__and3_1: 56
sky130_fd_sc_hd__inv_1: 52
sky130_fd_sc_hd__clkbuf_16: 46
sky130_fd_sc_hd__and2_1: 36
sky130_fd_sc_hd__nor4_1: 36
sky130_fd_sc_hd__a31oi_1: 35
sky130_fd_sc_hd__ha_1: 33
sky130_fd_sc_hd__dfxtp_1: 33
sky130_fd_sc_hd__o21ai_0: 32
sky130_fd_sc_hd__and4_1: 30
sky130_fd_sc_hd__a211oi_1: 26
## cell type report
cell class / count / area [um^2] / area share
clock buffer: 62 / 1290 / 0.0562
antenna: 1 / 2.50 / 0.000109
multi-input combinational: 1762 / 10800 / 0.472
clock inverter: 16 / 165 / 0.00719
tap: 680 / 851 / 0.0371
inverter: 52 / 195 / 0.00850
sequential: 373 / 9250 / 0.403
timing repair buffer: 39 / 360 / 0.0157
## per-layer routing
metal / vias to the layer above / routed length (um)
li1: 8194 / -
met1: 7740 / 20900
met2: 215 / 18700
met3: 43 / 1780
met4: 4 / 677
met5: - / 23
## metrics by stage
step,instance area [um^2],worst slack (ns),power [mW],hold WS [ns]
3_5_place_dp,21500,0.924,3.11,0.475
6_report,23000,0.363,6.37,0.356
2_1_floorplan,20700,1.75,3.04,0.430
3_3_place_gp,21500,0.998,3.11,0.442
4_1_cts,23000,0.304,6.50,0.344
5_1_grt,23000,0.0858,6.61,0.376
No activity file was given, so power comes from the tool's default toggle rates.
