## /design/flow/run.sh

```bash
#!/bin/bash
# OpenROAD 26Q1-2900-gdf79404cd8, Yosys 0.63+post, stock flow scripts
make -C /OpenROAD-flow-scripts/flow DESIGN_CONFIG=/design/flow/config.mk WORK_HOME=/design/flow/orfs finish
```

## /design/flow/config.mk

```make
export PLATFORM = sky130hd
export DESIGN_NAME = binary2bcdlight
export DESIGN_NICKNAME = binary2bcdlight
export VERILOG_FILES = /design/flow/design.v
export SDC_FILE = /design/flow/constraint.sdc
export NUM_CORES = 4
export LEC_CHECK = 1
export CORE_AREA = 10 10 98 98
export DIE_AREA = 0 0 108 108
```

## /design/flow/constraint.sdc

```tcl
current_design binary2bcdlight

set clk_period 5.1
set clk_io_pct 0.2

create_clock -name clk0 -period $clk_period [get_ports {clk}]

set non_clock_inputs [all_inputs -no_clocks]
set_input_delay [expr $clk_period * $clk_io_pct] -clock clk0 $non_clock_inputs
set_output_delay [expr $clk_period * $clk_io_pct] -clock clk0 [all_outputs]
```

## /design/flow/design.v

```verilog
module Mux(sel,ina,inb,inc,data_out);
    input [1:0] sel;
    input [3:0] ina,inb,inc;
    output reg [3:0] data_out;
    always@(*)
        case(sel) 
            2'b00 : data_out = ina;
            2'b01 : data_out = inb;
            2'b10 : data_out = inc;
            default : data_out = 0;
        endcase
endmodule
module binary2bcdlight(clk,en,a,seg_led,seg_sel);
input clk,en;
input [7:0]a;
output wire [7:0]seg_led;
output wire [5:0]seg_sel;
wire [3:0]bcd1,bcd2,bcd3;
binary2bcd binary(
		.a(a),
		.b({bcd3[3:0],bcd2[3:0],bcd1[3:0]})
);
wire tmp_clk;
clock_division fp(
	.clk_in(clk),
	.divclk(tmp_clk)
);
wire [1:0] tmp_cnt;
counter count(
		.clk(tmp_clk),
		.cnt(tmp_cnt)
);
wire [3:0] reg_1,reg_2,reg_3;
register_4bit register_1(
        .clk(clk),
        .data_in(bcd1),
        .en(en),
        .data_out(reg_1)
    );
register_4bit register_2(
        .clk(clk),
        .data_in(bcd2),
        .en(en),
        .data_out(reg_2)
    );
register_4bit register_3(
        .clk(clk),
        .data_in(bcd3),
        .en(en),
        .data_out(reg_3)
    );
wire [3:0] data_disp;
Mux Mux(
        .sel(tmp_cnt),
        .ina(reg_1),
        .inb(reg_2),
        .inc(reg_3),
        .data_out(data_disp)
    ); 
seg_sel_decoder seg_sel_decoder(
		.bit_disp(tmp_cnt),
		.seg_sel(seg_sel)
);
seg_led_decoder  seg_led_decoder(      
		.data_disp(data_disp),
		.seg_led(seg_led)
);
endmodule
module clock_division(clk_in,divclk);
    input clk_in;
    output divclk;
    parameter DIVCLK_CNTMAX = 24999; 
    reg [31:0] cnt = 0;              
    reg divclk_reg = 0;
    always@(posedge clk_in) begin
        if(cnt == DIVCLK_CNTMAX) begin
            cnt <= 0;
            divclk_reg <= ~divclk_reg;
        end
        else
            cnt <= cnt + 1;
    end 
    assign divclk = divclk_reg;
endmodule
module counter(clk,cnt);
	input clk;
	output reg [1:0] cnt = 0;
	always@(posedge clk) begin
			if(cnt == 2'b10)
					cnt <= 2'b00;
			else 
					cnt <= cnt + 1'b1;
	end
endmodule
module register_4bit(clk,en,data_in,data_out);
    input clk;
    input en;
    input [3:0] data_in;
    output reg [3:0] data_out;
    always@(posedge clk) 
        if(en)
            data_out <= data_in;
endmodule
module adder3(
    input      [3 : 0] x, 
    output reg [3 : 0] y
);
always @ (x) begin
    case (x) 
        4'b0000 : y <= 4'b0000;
        4'b0001 : y <= 4'b0001;
        4'b0010 : y <= 4'b0010;
        4'b0011 : y <= 4'b0011;
        4'b0100 : y <= 4'b0100;
        4'b0101 : y <= 4'b1000;
        4'b0110 : y <= 4'b1001;
        4'b0111 : y <= 4'b1010;
        4'b1000 : y <= 4'b1011;
        4'b1001 : y <= 4'b1100;
        default : y <= 4'b0000;
    endcase
end
endmodule
module binary2bcd(
    input             clk,
    input             rst_n,
    input             en,
    input   [7  : 0]  a, 
    output  [11 : 0]  b
);
wire [3 : 0] t1, t2, t3, t4, t5, t6, t7;
adder3 add1(
     .x({1'b0, a[7 : 5]})
    ,.y(t1[3 : 0])
);
adder3 add2(
     .x({t1[2 : 0], a[4]})
    ,.y(t2[3 : 0])
);
adder3 add3(
     .x({t2[2 : 0], a[3]})
    ,.y(t3[3 : 0])
);
adder3 add4(
     .x({1'b0, t1[3], t2[3], t3[3]})
    ,.y(t4[3 : 0])
);
adder3 add5(
     .x({t3[2 : 0], a[2]})
    ,.y(t5[3 : 0])
);
adder3 add6(
     .x({t4[2 : 0], t5[3]})
    ,.y(t6[3 : 0])
);
adder3 add7(
     .x({t5[2 : 0], a[1]})
    ,.y(t7[3 : 0])
);
wire [11:0] b_nxt = {2'b0, t4[3], t6[3 : 0], t7[3 : 0], a[0]};
reg  [11:0] breg;
always @ (posedge clk) begin
    if (~rst_n)  
        breg <= 12'b0;
    else 
        if (en)
            breg <= b_nxt;
end
assign b = breg;
endmodule
module seg_led_decoder(data_disp,seg_led);
    input [3:0] data_disp;
    output reg [7:0] seg_led;
    always@(data_disp)
        case(data_disp)
            4'h0 : seg_led = 8'h3f;
            4'h1 : seg_led = 8'h06;
            4'h2 : seg_led = 8'h5b;
            4'h3 : seg_led = 8'h4f;
            4'h4 : seg_led = 8'h66;
            4'h5 : seg_led = 8'h6d;
            4'h6 : seg_led = 8'h7d;
            4'h7 : seg_led = 8'h07;
            4'h8 : seg_led = 8'h7f;
            4'h9 : seg_led = 8'h6f;
            4'ha : seg_led = 8'h77;
            4'hb : seg_led = 8'h7c;
            4'hc : seg_led = 8'h39;
            4'hd : seg_led = 8'h5e;
            4'he : seg_led = 8'h79;
            4'hf : seg_led = 8'h71;
            default :seg_led = 8'h00;
        endcase
endmodule 
module seg_sel_decoder(bit_disp,seg_sel);
    input [1:0] bit_disp;
    output reg [5:0] seg_sel;
    always@(bit_disp)
        case(bit_disp)
            2'b00 : seg_sel = 6'b111110;
            2'b01 : seg_sel = 6'b111101;
            2'b10 : seg_sel = 6'b111011;
            default : seg_sel = 6'b111111;
        endcase
endmodule
```

==> notes.md <==
This note records the results obtained with Yosys and OpenROAD.

Status
The flow ran to the end, and the final reports show no timing, DRC or antenna violations.

Synth
Per the synth log, the flip-flop and latch total comes to 35. The register share after synthesis is 0.437. The area of the mapped netlist is 1630 µm². For this design, Yosys synthesis ends with a cell count of 169. The area reported by Yosys stat is 1630 µm². The number of distinct library cells after synthesis is 28. Warnings reported by Yosys during synthesis add up to 11. The average instance in the mapped netlist occupies roughly 9.6 µm². After technology mapping, the gate count stands at 169.

Setup path
According to the timing report, the data required time at the worst endpoint equals 5.27 ns. The largest single stage delay on the critical path is 0.82 ns. The largest fanout on the critical path is 5. STA classifies the critical path endpoint as a flip-flop.

The critical path's slowest stage uses the library cell nor4_1. The category of the worst setup path launch point is a flip-flop. The timing report shows the most common cell along the critical path to be nand3_1. The critical path is of the flip-flop to flip-flop type.

Traced cell by cell, the critical path runs through ha_1 > nand3_1 > nor4_1 > nand3_1 > xnor2_1. At the worst endpoint, the arrival time is 2.24 ns. The combined buffer and inverter count along the critical path is 0. The cell family contributing the most delay on the critical path is simple AND/OR/NAND/NOR gates.

Cells and area
Summing all multi-input logic gate instances after layout gives 812 µm². The sequential cells in the finished layout cover a total of 711 µm². In the final layout, the share of cells above drive strength 1 is 0.0739.

The count of non-filler cells in the finished layout is approximately 280. The register with the most flip-flops in the layout has 32 of them. The filler cells instantiated in the layout total 815. Per the run report, area growth between synthesis and finish was 10.6%.

Global route
The number of antenna violations at the first check in global routing came to 0. The pin count of the biggest net entering global routing is 11. The number of global-route vias before repair is 1,006. The global router's overall resource usage is 0.0468. The first global-routing pass estimated between 4000 and 5000 µm of wire. The overflow left after global routing is 0.

Clock tree
After clock tree synthesis, the repair step resized 0 gates. For reference, the clock transition at the flip-flops on the worst setup and hold paths is about 0.06 ns. TritonCTS built the clock tree.

The clock tree buffer depth is 2. In this run, post-CTS hold repair placed 0 buffers. After clock tree synthesis, the setup repair step added 0 buffers. The clock latency reported for the late side of the worst-skew pair is 0.28 ns.

The tree is rooted in a clkbuf_8. The number of H-tree levels is 2. The clock buffer count from CTS is 5.

Final timing
The final timing report lists clock skew as around 0.002 ns. The final setup violation count is 0. The minimum period implied by the final worst setup slack is 2.07 ns.

5 endpoints have no timing constraint. The achievable clock frequency is 0.482 GHz. The final setup TNS is 0 ns. The timer found 2 register pins that no clock reaches; their paths are not timed. The count of final max-slew check failures is 0. Setup repair after global routing left no endpoint under its margin.

In the finished design, the share of the clock period the worst path needs comes to 0.406. The pin closest to its max-slew limit shows a slew of 0.895 ns. Endpoints failing hold in the final report were tallied at 0. Across all checked pins, the minimum headroom to the slew limit is 0.398.

Place
The placement summary gives the final routability congestion estimate as 0.810. The count of placed standard cells including taps is 270. Detailed placement ended at an HPWL of 1900 µm. The number of buffer cells added on primary ports is 3.

Route
In this run the remaining antenna-violating nets after routing total 0. In the post-route report, total wirelength is listed as 2670 µm. The violation tally from detailed-route iteration zero is 27. The detailed-router iteration count before antenna repair is 4. The number of design rule violations left after detail routing is 0.

The detail-routed via count per cell is just under 4. The number of antenna repair diodes is 0. The count of vias placed by the detailed router is 1,068. The average wire per standard cell is 9.60 µm.

Run
The total of max-cap violations is 0. Across all stage logs, warnings added up to 36.

Power and ir drop
The leakage power figure is 0.674 nW. The worst VDD IR drop from the latest analysis is 0.0846 mV. The script computed a power per unit cell area of 246 nW/µm².

Floorplan
The floorplan step records an initial core utilization of 0.213. The initialized floorplan defines 32 standard-cell rows. The chip width is between 100 and 150 µm. The total die size is 11,700 µm². For this design the top-level I/O count stands at 24. The chip height is 108 µm. The region available for standard cell placement spans around 7600 µm².

Worst hold path
The type recorded for the worst min-delay path is flip-flop to flip-flop.
-- logic make-up after synthesis --
family / Yosys count / share of synthesized area
adders and majority gates: 4 / 0.0308
other: 2 / 0.00462
buffers and inverters: 23 / 0.0839
and+or+nand+nor: 75 / 0.282
xor gates and xnor gates: 30 / 0.162
DFF: 35 / 0.437
-- cells in the mapped netlist --
| cell | number | area share |
|---|---|---|
| or2_2 | 1 | 0.0039 |
| nor2_1 | 12 | 0.028 |
| or3_1 | 2 | 0.0077 |
| nand3_2 | 2 | 0.012 |
| clkbuf_2 | 1 | 0.0031 |
| buf_4 | 11 | 0.051 |
| nor4_2 | 2 | 0.015 |
| xor2_1 | 13 | 0.070 |
| conb_1 | 2 | 0.0046 |
| ha_1 | 4 | 0.031 |
| nor4_1 | 13 | 0.050 |
| nand4_2 | 1 | 0.0077 |
| nand3_1 | 9 | 0.028 |
| nor3_2 | 1 | 0.0062 |
| dfxtp_1 | 34 | 0.42 |
| nand4_1 | 7 | 0.027 |
| nor4_4 | 1 | 0.013 |
| and3_1 | 3 | 0.012 |
| inv_1 | 10 | 0.023 |
| nand2_1 | 8 | 0.018 |
| nor2b_1 | 2 | 0.0077 |
| nand4b_1 | 1 | 0.0054 |
| and2_1 | 3 | 0.012 |
| buf_6 | 1 | 0.0069 |
| nor3_1 | 4 | 0.012 |
| xnor2_1 | 17 | 0.092 |
| and4_1 | 3 | 0.016 |
| edfxtp_1 | 1 | 0.018 |
-- per-layer routing --
metal,vias to the layer above,track usage,part of all wire
met5,-,0,0
met4,0,0.00859,0.016
met3,5,0.0108,0.038
met2,15,0.0647,0.40
met1,480,0.0727,0.54
li1,568,-,-
-- final timing paths --
| path | startpoint | cells past startpoint | slack (ns) | to |
|---|---|---|---|---|
| worst max register to register | fp.cnt[0] | 5 | 3.03 | fp.cnt[18] |
| worst max-delay path | fp.cnt[0] | 5 | 3.03 | fp.cnt[18] |
| worst min-delay path | fp.cnt[0] | 1 | 0.47 | fp.cnt[0] |
| worst min register to register | fp.cnt[0] | 1 | 0.47 | fp.cnt[0] |
-- cell type report --
| type | instances | share of cell area |
|---|---|---|
| Tap cell | 102 | 0.0710 |
| Timing Repair Buffer | 3 | 0.0167 |
| Sequential cell | 35 | 0.395 |
| Multi-Input combinational cell | 120 | 0.452 |
| Clock buffer | 8 | 0.0445 |
| Inverter | 10 | 0.0209 |
-- where the power goes --
group | total [mW] | internal, mW | switching, mW
combinational | 0.000385 | 0 | 0.000385
clock | 0.183 | 0.0968 | 0.0865
sequential | 0.259 | 0.259 | 0
-- layout by cell type (no fill, tap or decap), drive strengths merged --
cell type	synthesis	routed
dfxtp	34	34
xnor2	17	17
nor4	16	16
xor2	13	13
nor2	12	12
conb	2	11
nand3	11	11
inv	10	10
nand2	8	8
nand4	8	8
clkbuf	1	8
nor3	5	5
ha	4	4
and3	3	3
and4	3	3
and2	3	3
clkdlybuf4s50	0	3
or3	2	2
nor2b	2	2
nand4b	1	1
or2	1	1
edfxtp	1	1
-- through the flow --
stage               total power, mW  cell area, µm²  hold WS (ns)  setup slack, ns  utilization
finish                        0.442            1800         0.473             3.03        0.235
global route                  0.465            1800         0.490             2.83        0.235
CTS                           0.450            1800         0.471             3.02        0.235
detailed placement            0.265            1720         0.456             3.03        0.225
global placement              0.265            1720         0.443             3.05        0.225
floorplan                     0.271            1660         0.430             3.41            -
No activity file was given, so power comes from the tool's default toggle rates.
