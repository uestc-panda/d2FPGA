==> /design/flow/config.mk <==
export PLATFORM = sky130hd
export DESIGN_NAME = top
export DESIGN_NICKNAME = top
export VERILOG_FILES = /design/flow/design.v
export SDC_FILE = /design/flow/constraint.sdc
export NUM_CORES = 4
export LEC_CHECK = 1
export CORE_UTILIZATION = 30
==> /design/flow/constraint.sdc <==
current_design top

set clk_period 3.3
set clk_io_pct 0.2

create_clock -name clk0 -period $clk_period [get_ports {clk}]

set non_clock_inputs [all_inputs -no_clocks]
set_input_delay [expr $clk_period * $clk_io_pct] -clock clk0 $non_clock_inputs
set_output_delay [expr $clk_period * $clk_io_pct] -clock clk0 [all_outputs]
==> /design/flow/run.sh <==
#!/bin/bash
# OpenROAD 26Q1-2900-gdf79404cd8, Yosys 0.63+post, stock flow scripts
make -C /OpenROAD-flow-scripts/flow DESIGN_CONFIG=/design/flow/config.mk WORK_HOME=/design/flow/orfs finish
==> /design/flow/design.v <==
module adder3(
    input      [3 : 0] x, 
    output reg [3 : 0] y
);
always @ (x) begin
    case (x) 
        4'b0000 : y <= 4'b0000;
        4'b0001 : y <= 4'b0001;
        4'b0010 : y <= 4'b0010;
        4'b0011 : y <= 4'b0011;
        4'b0100 : y <= 4'b0100;
        4'b0101 : y <= 4'b1000;
        4'b0110 : y <= 4'b1001;
        4'b0111 : y <= 4'b1010;
        4'b1000 : y <= 4'b1011;
        4'b1001 : y <= 4'b1100;
        default : y <= 4'b0000;
    endcase
end
endmodule
module binary2bcd(
    input             clk,
    input             rst_n,
    input             en,
    input   [7  : 0]  a, 
    output  [11 : 0]  b
);
wire [3 : 0] t1, t2, t3, t4, t5, t6, t7;
adder3 add1(
     .x({1'b0, a[7 : 5]})
    ,.y(t1[3 : 0])
);
adder3 add2(
     .x({t1[2 : 0], a[4]})
    ,.y(t2[3 : 0])
);
adder3 add3(
     .x({t2[2 : 0], a[3]})
    ,.y(t3[3 : 0])
);
adder3 add4(
     .x({1'b0, t1[3], t2[3], t3[3]})
    ,.y(t4[3 : 0])
);
adder3 add5(
     .x({t3[2 : 0], a[2]})
    ,.y(t5[3 : 0])
);
adder3 add6(
     .x({t4[2 : 0], t5[3]})
    ,.y(t6[3 : 0])
);
adder3 add7(
     .x({t5[2 : 0], a[1]})
    ,.y(t7[3 : 0])
);
wire [11:0] b_nxt = {2'b0, t4[3], t6[3 : 0], t7[3 : 0], a[0]};
reg  [11:0] breg;
always @ (posedge clk) begin
    if (~rst_n)  
        breg <= 12'b0;
    else 
        if (en)
            breg <= b_nxt;
end
assign b = breg;
endmodule
module clk_div # (
    parameter   DIV    = 50000    
)(
    input       clk_in,
    input       rst_n,
    output reg  clk_out
);
reg  [20 : 0] cnt;
wire [20 : 0] cnt_nxt = (cnt == DIV-1) ? 21'b0 : cnt + 1'b1;
always @ (posedge clk_in or negedge rst_n) begin
    if (~rst_n) cnt <= 21'b0;
    else cnt <= cnt_nxt;
end
always @ (posedge clk_in or negedge rst_n) begin
    if (~rst_n) clk_out <= 1'b0;
    else if (cnt == DIV-1) clk_out <= ~clk_out;
end
endmodule
module control(
    input            clk,
    input            rst_n,
    input            agtb,        
    input            beq0,        
    input            start,       
    input            res_fetch,   
    output           res_rdy,     
    output     [1:0] sel_a,       
    output     [1:0] sel_b,       
    output           en_a,        
    output           en_b         
);
parameter IDLE   = 3'b001;
parameter CALC   = 3'b010;
parameter FINISH = 3'b100;
reg [2:0] cur_state, nxt_state;
always @ (*) begin
    case(cur_state) 
        IDLE   : nxt_state = start     ? CALC   : IDLE;
        CALC   : nxt_state = beq0      ? FINISH : CALC;
        FINISH : nxt_state = res_fetch ? IDLE   : FINISH;
        default: nxt_state = IDLE;
    endcase
end
always @ (posedge clk) begin
    if (~rst_n)
        cur_state <= IDLE;
    else 
        cur_state <= nxt_state;
end
assign res_rdy = cur_state[2];
assign en_a    = cur_state[1] | cur_state[0];
assign en_b    = cur_state[1] | cur_state[0];
assign sel_a   = cur_state[1] ? (agtb ? 2'b01 : 2'b10) : 2'b00;
assign sel_b   = cur_state[1] ? (agtb ? 2'b10 : 2'b01) : 2'b00;
endmodule
module datapath(
    input         clk,
    input         rst_n,
    input   [7:0] a,
    input   [7:0] b,        
    input   [1:0] sel_a,     
    input   [1:0] sel_b,     
    input         en_a,      
    input         en_b,      
    output        beq0,      
    output        agtb,      
    output  [7:0] res        
);
wire [7:0] ain, bin;
reg  [7:0] areg, breg;
assign ain = (sel_a == 2'b00) ? a         : (
             (sel_a == 2'b01) ? areg-breg : (
             (sel_a == 2'b10) ? breg      : 8'b0));
assign bin = (sel_b == 2'b00) ? b         : (
             (sel_b == 2'b01) ? areg      : (
             (sel_b == 2'b10) ? breg      : 8'b0));
always @ (posedge clk) begin
    if (~rst_n) begin
        areg <= 8'b0;
        breg <= 8'b0;
    end else begin
        if (en_a) 
            areg <= ain;
        if (en_b) 
            breg <= bin;
    end
end
reg [7:0] res_reg;
always @ (posedge clk) begin
    if (~rst_n)
        res_reg <= 8'b0;
    else
        res_reg <= areg;
end
assign res = res_reg;
assign agtb = areg >= breg;
assign beq0 = breg == 8'b0;
endmodule
module gcd(
    input           clk,
    input           rst_n,
    input [7:0]     a,
    input [7:0]     b,
    input           start,       
    input           res_fetch,   
    output          res_rdy,     
    output [7:0]    res          
);
wire [1:0] sel_a;
wire [1:0] sel_b;
wire       beq0;
wire       agtb;
wire       en_a;
wire       en_b;
datapath dp (
     .clk     (clk)
    ,.rst_n   (rst_n)
    ,.a       (a)
    ,.b       (b)
    ,.sel_a   (sel_a)
    ,.sel_b   (sel_b)
    ,.en_a    (en_a)
    ,.en_b    (en_b)
    ,.beq0    (beq0)
    ,.agtb    (agtb)
    ,.res     (res)
);
control ctrl (
     .clk       (clk)
    ,.rst_n     (rst_n)
    ,.agtb      (agtb)
    ,.beq0      (beq0)
    ,.start     (start)
    ,.res_fetch (res_fetch)
    ,.res_rdy   (res_rdy)
    ,.sel_a     (sel_a)
    ,.sel_b     (sel_b)
    ,.en_a      (en_a)
    ,.en_b      (en_b)
);
endmodule 
module keyboard(
    input           clk,
    input           rst_n,
    input  [3 : 0]  col,  
    output [3 : 0]  key_pulse  
);
reg  [11 : 0] treg0;  
reg  [11 : 0] treg1;  
reg  [11 : 0] treg2;  
reg  [11 : 0] treg3;  
wire [11 : 0] treg0_nxt = treg0 + 1'b1;  
wire [11 : 0] treg1_nxt = treg1 + 1'b1;  
wire [11 : 0] treg2_nxt = treg2 + 1'b1;  
wire [11 : 0] treg3_nxt = treg3 + 1'b1;  
always @ (posedge clk or negedge rst_n) begin
    if (~rst_n) begin
        treg0 <= 12'b0;
        treg1 <= 12'b0;
        treg2 <= 12'b0;
        treg3 <= 12'b0;
    end
    else begin
        if (col[0]) begin 
            if (treg0 != 12'hfff)  
                treg0 <= treg0_nxt;
        end
        else begin
            treg0 <= 12'b0;
        end
        if (col[1]) begin
            if (treg1 != 12'hfff)  
                treg1 <= treg1_nxt;
        end
        else begin   
            treg1 <= 12'b0;
        end
        if (col[2]) begin
            if (treg2 != 12'hfff)  
                treg2 <= treg2_nxt;
        end
        else begin
            treg2 <= 12'b0;
        end
        if (col[3]) begin
            if (treg3 != 12'hfff)  
                treg3 <= treg3_nxt;
        end
        else begin        
            treg3 <= 12'b0;
        end
    end
end
assign key_pulse[3] = (treg3 != 12'hfff) & (treg3_nxt == 12'hfff); 
assign key_pulse[2] = (treg2 != 12'hfff) & (treg2_nxt == 12'hfff);
assign key_pulse[1] = (treg1 != 12'hfff) & (treg1_nxt == 12'hfff);
assign key_pulse[0] = (treg0 != 12'hfff) & (treg0_nxt == 12'hfff);
endmodule
module seg_led_decoder(data_disp,seg_led);
    input [3:0] data_disp;
    output reg [7:0] seg_led;
    always@(data_disp)
        case(data_disp)
            4'h0 : seg_led = 8'h3f;
            4'h1 : seg_led = 8'h06;
            4'h2 : seg_led = 8'h5b;
            4'h3 : seg_led = 8'h4f;
            4'h4 : seg_led = 8'h66;
            4'h5 : seg_led = 8'h6d;
            4'h6 : seg_led = 8'h7d;
            4'h7 : seg_led = 8'h07;
            4'h8 : seg_led = 8'h7f;
            4'h9 : seg_led = 8'h6f;
            4'ha : seg_led = 8'h77;
            4'hb : seg_led = 8'h7c;
            4'hc : seg_led = 8'h39;
            4'hd : seg_led = 8'h5e;
            4'he : seg_led = 8'h79;
            4'hf : seg_led = 8'h71;
            default :seg_led = 8'h00;
        endcase
endmodule 
module seg_sel_decoder(bit_disp,seg_sel);
    input [1:0] bit_disp;
    output reg [5:0] seg_sel;
    always@(bit_disp)
        case(bit_disp)
            2'b00 : seg_sel = 6'b111110;
            2'b01 : seg_sel = 6'b111101;
            2'b10 : seg_sel = 6'b111011;
            default : seg_sel = 6'b111111;
        endcase
endmodule
module top(
    input           clk,
    input           rst_n,
    input  [3:0]    col,
    input  [4:0]    a,
    input  [4:0]    b,
    output          row,
    output [7:0]    seg_led,
    output [5:0]    seg_sel,
    output          res_rdy,
    output          led7
);
assign led7 = 1'b0;
wire clk_1ms;
wire [3:0] key_pulse;
wire [7:0]  res;
wire [11:0] res_disp;
assign row = 1'b0;
keyboard keyboard_inst (
     .clk          (clk)
    ,.rst_n        (rst_n)
    ,.col          (col)
    ,.key_pulse    (key_pulse)
);
clk_div clk_div_inst  (
     .clk_in    (clk)
    ,.rst_n     (1'b1)
    ,.clk_out   (clk_1ms)
);
gcd gcd_inst    (
     .clk       (clk)
    ,.rst_n     (rst_n)
    ,.a         ({3'b0, a})
    ,.b         ({3'b0, b})
    ,.start     (key_pulse[3])
    ,.res_fetch (key_pulse[2])
    ,.res_rdy   (res_rdy)
    ,.res       (res)
);
binary2bcd binary2bcd_inst (
     .clk       (clk)
    ,.rst_n     (rst_n)
    ,.en        (res_rdy)
    ,.a         (res)
    ,.b         (res_disp)
);
wire [7:0] seg_led0, seg_led1, seg_led2;
seg_led_decoder seg_led_decoder_inst0 (
     .data_disp (res_disp[3:0])
    ,.seg_led   (seg_led0)
);
seg_led_decoder seg_led_decoder_inst1 (
     .data_disp (res_disp[7:4])
    ,.seg_led   (seg_led1)
);
seg_led_decoder seg_led_decoder_inst2 (
     .data_disp (res_disp[11:8])
    ,.seg_led   (seg_led2)
);
reg  [1:0] cnt;
wire [1:0] cnt_nxt = (cnt == 2'b10) ? 2'b00 : cnt + 1'b1;
always @ (posedge clk_1ms or negedge rst_n) begin
    if (~rst_n) 
        cnt <= 2'b00;
    else 
        cnt <= cnt_nxt;
end
assign seg_led = (cnt == 2'b00) ? seg_led0 : (
                 (cnt == 2'b01) ? seg_led1 : (
                 (cnt == 2'b10) ? seg_led2 : 6'b111111));
seg_sel_decoder seg_sel_decoder_inst (
     .bit_disp      (cnt)
    ,.seg_sel       (seg_sel)
);
endmodule
==> flow_metrics.tcl <==
# yosys + openroad results
set metrics [dict create \
    crit_fanout 6 \
    setup_slack_ns 0.158 \
    vias 4419 \
    ioPinCount 33 \
    p_sw_mw 0.543 \
    antenna_found_initial 0 \
    grt_pass1_wl_um 19300 \
    synth_flop_count 86 \
    largest_reg_flops 21 \
    worst_clock_skew_ns 0.00556 \
    crit_chain "inv_1 > ha_1 > inv_1 > mux4_2 > mux2i_1 > o22a_1 > clkdlybuf4s50_1" \
    reg.largest.list "clk_div_inst.cnt x21, keyboard_inst.treg2 x12, keyboard_inst.treg3 x12" \
    post-route-period-util_pct 95.2 \
    grt_use_total_pct 12.9 \
    rsz0062_at_grt "false" \
    grt_pass1_vias 4086 \
    synth.distinct_cells 77 \
    place_area_sq_um 5810 \
    diodes 0 \
    via_per_inst 5.04 \
    start_kind "register" \
    post-cts-setup-buffers 0 \
    floorplan.core_util_pct 31.0 \
    clock_latency_ns 0.35 \
    cts_tree "done" \
    htree_levels 3 \
    power_frac_clock_pct 47.3 \
    p_total_mw 2.32 \
    dp_worst_setup_slack_ns 0.513 \
    crit_required_ns 2.64 \
    ys_seq_share_pct 34.4 \
    wl_per_cell_um 12.7 \
    ir_worst_vdd_v 0.000236 \
    hold_buffers 0 \
    core_area_sq_um 17500 \
    dr.pass1.iters 4 \
    netlist_area_sq_um 5420 \
    chipArea_sq_um 18600 \
    cts-buffers-inserted 9 \
    final-seq-area_sq_um 1860 \
    ff_type "dfxtp_1" \
    setup_viol_count_final 0 \
    yosysChipArea_sq_um 5420 \
    grt_start_max_net_pins 26 \
    avgSynthCellArea_sq_um 8.44 \
    period_minus_slack_ns 3.14 \
    cts_resized 0 \
    area.combinational_sq_um 3270 \
    leakage_nw 2.33 \
    wirelength_um 11200 \
    combPwrFrac_pct 7.0 \
    synthCells 642 \
    worstMarginPinSlew_ns 0.667 \
    yosysWarnings 9 \
    hold_path_class "in2async" \
    drive_above_1_share_pct 6.75 \
    cts_max_path_buffers 2 \
    async_flop_share_pct 30.2 \
    p_seq_share_pct 45.7 \
    cts.clk_slew.worst_paths_ns 0.06 \
    cts_root_buffer "clkbuf_16" \
    die_x_um 136 \
    end_kind "output pin" \
    lay_top_count "nor2_1" \
    path_class "reg2out" \
    slew_headroom_pct 55.6 \
    unclocked_regs 2 \
    crit_path_max_incr_delay_ns 0.46 \
    p_sw_share_pct 23.4 \
    hpwl_um 7950 \
    drv_cap 0 \
    clock.fmax_ghz 0.318 \
    finalWeightedCongestion 0.850 \
    cellPowerDensity_nw_per_um2 379 \
    fin_setup_tns_ns 0 \
    crit_top_cell "inv_1" \
    remaining_drc_errors 0 \
    untimed_endpoints 5 \
    num-fill-cells 1725 \
    ys_cells 642 \
    grt_overflow 0 \
    ant_nets 0 \
    regMostFlops "clk_div_inst.cnt" \
    hold_violations 0 \
    arrival_ns 2.48 \
    design_area_sq_um 6130 \
    most-common-layout-cells "nor2_1 (65), dfxtp_1 (59), nand2_1 (49)" \
    drtIter0Drc 303 \
    slew_viol_final 0 \
    edf_count 1 \
    fin_util_pct 35.1 \
    warnings 41 \
    row_count 48 \
    status "finished clean" \
    numPortBuffers 24 \
    syn2layout_area_growth_pct 13.2 \
    intPower_mw 1.78 \
    crit_slowest_cell "clkdlybuf4s50_1" \
    chipHeight_um 136 \
]
[kinds of logic (layout without fill, tap and decap cells)]
kind of cell,Yosys count,after routing,share of synthesized area (%)
AOI/OAI and AO/OA,152,152,19.3
xor gates and xnor gates,46,46,7.44
adders and majority gates,29,29,6.79
buffers and inverters,72,78,5.57
DFF,86,86,34.4
muxes,19,19,4.06
other,2,6,0.139
and+or+nand+nor,236,236,22.3
[critical path: cells and delay by family, from the launching register on]
| kind | cells | cell delay [ns] |
|---|---|---|
| muxes | 2 | 0.59 |
| DFF | 1 | 0.44 |
| adders and majority gates | 1 | 0.29 |
| buffers and inverters | 3 | 0.65 |
| AOI/OAI and AO/OA | 1 | 0.16 |
[power by group through the flow]
stage / logic, mW / clock network, mW / registers, mW
CTS: 0.165 / 1.13 / 1.06
global route: 0.184 / 1.18 / 1.06
finish: 0.163 / 1.10 / 1.06
[per-stage QoR]
stage | std cells | hold WS (ns)
floorplan | 646 | 0.364
finish | 877 | 0.209
global route | 877 | 0.217
CTS | 877 | 0.201
detailed placement | 861 | 0.453
global placement | 861 | 0.448
[cell type report]
| type | count | share of cell area (%) |
|---|---|---|
| Multi-Input combinational cell | 488 | 53.3 |
| Sequential cell | 86 | 30.4 |
| Tap cell | 225 | 4.59 |
| Timing Repair Buffer | 28 | 4.33 |
| Clock buffer | 9 | 3.67 |
| Inverter | 34 | 2.08 |
| Clock inverter | 7 | 1.63 |
[cells in the mapped netlist, types with 4 or more instances]
library cell,number,area [sq um]
nor2_1,65,244
dfxtp_1,59,1180
nand2_1,49,184
a21oi_1,35,175
inv_1,34,128
nand3_1,32,160
ha_1,27,338
dfrtp_1,26,651
o21ai_0,25,125
clkbuf_1,23,86.3
xnor2_1,23,201
xor2_1,23,201
nor2b_1,15,93.8
mux2i_1,13,130
nand4_1,11,68.8
o21a_1,11,82.6
a31oi_1,10,62.6
and2_1,9,56.3
and3_1,8,50.1
nand2b_1,8,50.1
nor3_1,8,40.0
a211oi_1,7,52.6
buf_2,7,35.0
buf_4,6,45.0
nor4_1,5,31.3
o221a_2,5,56.3
a21o_1,4,30.0
a221oi_1,4,35.0
a32oi_1,4,35.0
mux2_2,4,45.0
o211ai_1,4,30.0
[path summary, 6_finish.rpt]
| kind | start | to | slack (ns) | depth (start not counted) |
|---|---|---|---|---|
| setup / recovery | binary2bcd_inst.breg[5] | seg_led[3] | 0.16 | 7 |
| hold / removal | rst_n | keyboard_inst.treg2[3] | 0.21 | 1 |
| setup reg to reg | gcd_inst.dp.breg[2] | gcd_inst.dp.breg[1] | 0.67 | 8 |
| hold reg to reg | clk_div_inst.cnt[20] | clk_div_inst.cnt[20] | 0.46 | 1 |
| max in group asynchronous | rst_n | keyboard_inst.treg3[0] | 2.48 | 2 |
| min in group clk0 | clk_div_inst.cnt[20] | clk_div_inst.cnt[20] | 0.46 | 1 |
[layer usage]
metal  vias up  GRT usage [%]  wire length (um)
met2        54           20.0              4950
met3        15           2.62               422
met4         0           1.67               166
met1      2057           19.2              5610
met5         -              0                 0
li1       2293              -                 -
